<file path="./design.v">
`timescale 1ns / 1ps
module Capturador_DD (VSYNC,HREF,PCLK,D,CBtn,data,addr,regwrite);
	input VSYNC;
	input HREF;
	input PCLK;
	input [7:0] D;
	input CBtn;
	output reg [7:0] data = 8'b0;
	output reg [16:0] addr = 17'b0;
	output reg regwrite = 0;
	reg [2:0] state = 0;
	always@(posedge PCLK)begin
		case(state)
			0: begin  
			if (CBtn)	state = 1;
			end
			1: begin  
			if (VSYNC)	state = 2;
			end
			2: begin  
			if (~VSYNC)	state = 3;
			end
			3: begin  
			if (VSYNC)	state = 0;
			if (HREF)	state = 4;
			end
			4: begin  
			if (HREF)	state = 5;
			else			state = 3;
			end
			5: begin  
			if (HREF)	state = 4;
			else			state = 3;
			end
		endcase
		case(state)
			2: begin  
			addr = 17'b11111111111111111;
			end
			4: begin  
			regwrite = 0;
			addr = addr+1;
			data [7:2] = {D[7:5],D[2:0]};
			end
			5: begin  
			data [1:0] = D[4:3];
			regwrite = 1;
			end
			default: begin 
			regwrite = 0;
			end
		endcase
	end
endmodule
</file>
<file path="./run.sh">
#!/bin/bash
# OpenROAD 26Q1-2900-gdf79404cd8, Yosys 0.63+post, stock flow scripts
make -C /OpenROAD-flow-scripts/flow DESIGN_CONFIG=/design/flow/config.mk WORK_HOME=/design/flow/orfs finish
</file>
<file path="./config.mk">
export PLATFORM = sky130hd
export DESIGN_NAME = Capturador_DD
export DESIGN_NICKNAME = Capturador_DD
export VERILOG_FILES = /design/flow/design.v
export SDC_FILE = /design/flow/constraint.sdc
export NUM_CORES = 4
export LEC_CHECK = 1
export CORE_AREA = 10 10 98 98
export DIE_AREA = 0 0 108 108
</file>
<file path="./constraint.sdc">
current_design Capturador_DD

set clk_period 4.2
set clk_io_pct 0.2

create_clock -name clk0 -period $clk_period [get_ports {PCLK}]

set non_clock_inputs [all_inputs -no_clocks]
set_input_delay [expr $clk_period * $clk_io_pct] -clock clk0 $non_clock_inputs
set_output_delay [expr $clk_period * $clk_io_pct] -clock clk0 [all_outputs]
</file>
==> results.tsv <==
metric	value	unit
drc	0	
drv_cap	0	
io_pins	38	
worstPathArrival	2.22	ns
tightest_slew	0.506	ns
max_slew_margin	66.2	%
finalHoldViolCount	0	
pre_cts_ws	1.68	ns
via_per_inst	4.37	
met1_usage	7.59	%
yosysUniqueCellTypes	32	
crit_family	buffers and inverters	
drt-initial-drc-count	113	
period_needed	2.25	ns
grt_max_degree	18	
cp_slowest_stage_delay	0.56	ns
synth_warnings	1	
met3_usage	1.99	%
cts_made_buffers	5	
async_flop_share	0	%
ir_drop	0.238	mV
yosys.area.top_type_share	52.7	%
gp_congestion	0.802	
fin_crit_sh	53.6	%
rows	32	
critPathCaptureType	flip-flop	
fin_ws	1.95	ns
setup-violations-final	0	
path_buffers	2	
met2_usage	9.35	%
tool_warnings	25	
yosysChipArea	0.00148	mm^2
grt_pass1_vias	1123	
critical_path_class	input pin to flip-flop	
insertedDiodeCount	0	
netlist_top_cells_count	edfxtp_1 (26), o21ai_0 (9), nand3_1 (8), nor3_1 (8)	
cts_tree	built	
antenna_found_initial	0	
io_buffers	37	
drive_above_1_share	8.33	%
post-synth-top-count-cell	edfxtp_1	
netlist_instances	128	
detail-route-antenna-nets	0	
crit_path_cell_trace	clkdlybuf4s50_1 > nand2_1 > o21ai_1 > buf_4	
critPathSlowestCell	clkdlybuf4s50_1	
skew	0.00903	ns
clk_path_buf_depth	2	
cp_max_fo	17	
clock_sinks	29	
edf_count	26	
areaGrowthSynthToFinish	38.2	%
timing.fmax	444	MHz
htree_levels	2	
die_area	0.0117	mm^2
cts_resized	0	
fp.dieW	108	um
clk_latency	0.28	ns
crit_path_start_kind	input pin	
wl	3560	um
die_y	108	um
dp_hpwl	2520	um
yosysTopAreaCell	edfxtp_1	
status	complete, no violations	
hold_path_class	flip-flop to flip-flop	
reg2regPathDepth	4	
path_clk_slew	0.06	ns
initial_core_util	19.4	%
wl_per_cell	13.2	um
cts_setup_buffers	0	
min_path_cells	2	
rsz0062_at_grt	no	
whs	0.580	ns
track_usage	5.77	%
cp.depth	4	
ys_seq_share	56.8	%
ys.flops	29	
hold_buffers	0	
ys_cells	128	
core_region_area	0.00765	mm^2
fin_tns_setup	0	ns
flop_cell	edfxtp_1	
power_density	571	mW/mm^2
synth.cell_area	0.00148	mm^2
dr_total_vias	1180	
cts-root-buf	clkbuf_8	
crit_required	4.16	ns
first_pass_iters	4	
leakagePower	0.662	nW
topCellsByArea	edfxtp_1 (53%), dfxtp_1 (4.1%), nor3b_1 (3.6%)	
globalRoute.busiestLayer	met2	
avgSynthCellArea	11.6	um^2
instances_no_fill	270	
drv_slew	0	
dp_cells	262	
overflow	0	
grt_pass1_wl	5560	um
==> logic make-up (layout without fill, tap and decap cells) <==
kind of cell / Yosys count / count (layout) / share of synthesized area [%]
xor gates and xnor gates: 3 / 3 / 1.78
DFF: 29 / 29 / 56.8
AOI/OAI and AO/OA: 20 / 20 / 8.71
muxes: 5 / 5 / 3.38
buffers and inverters: 14 / 54 / 4.31
adders and majority gates: 1 / 1 / 0.845
and+or+nand+nor: 56 / 56 / 24.2
==> state kept, by name, summed over array words and instances (netlist names) <==
name,flops
state,3
regwrite,1
addr,17
data,8
==> tightest hold or removal path: stages, from the launching register on <==
cell     delay (ns)
dfxtp_1        0.38
o21ai_0        0.11
nand2_1        0.05
==> through the flow <==
step / area [um^2] / power [W] / utilization, %
global placement: 1960 / 0.000944 / 25.6
global route: 2050 / 0.00125 / 26.8
finish: 2050 / 0.00117 / 26.8
floorplan: 1480 / 0.000782 / -
CTS: 2050 / 0.00118 / 26.8
detailed placement: 1960 / 0.000952 / 25.6
==> per-layer routing <==
metal	share of wire, %	up-vias
met5	0	-
met1	45	574
met4	0	0
met3	6.2	0
li1	-	578
met2	49	28
==> power by group <==
group	internal (W)	switching, W	total [W]
Sequential	0.000416	0.0000823	0.000499
Clock	0.000114	0.000111	0.000225
Combinational	0.000212	0.000233	0.000445
Total	0.000742	0.000426	0.00117
==> worst paths after layout <==
kind,from,to,slack (ns)
max,HREF,addr[1],1.95
min,state[2],state[2],0.58
max reg2reg,addr[0],addr[16],2.37
min reg2reg,state[2],state[2],0.58
==> area by class of cell <==
class | count | area [um^2]
Sequential cell | 29 | 841
Timing Repair Buffer | 40 | 393
Clock inverter | 3 | 17.5
Inverter | 6 | 22.5
Tap cell | 102 | 128
Multi-Input combinational cell | 85 | 576
Fill cell | 785 | 5600
Clock buffer | 5 | 68.8
==> cell usage in the layout (no fill, tap or decap) <==
cell             synthesis  layout
a21o_1                   1       1
a221o_1                  2       2
a31oi_1                  2       2
buf_4                    1       3
clkbuf_8                 0       5
clkdlybuf4s50_1          0      37
clkinv_2                 0       2
clkinvlp_4               0       1
dfxtp_1                  3       3
edfxtp_1                26      26
ha_1                     1       1
inv_1                    6       6
mux2i_1                  5       5
nand2_1                  7       7
nand2b_1                 2       2
nand3_1                  8       8
nand3b_1                 3       3
nand4_1                  7       7
nand4_4                  1       1
nor2_1                   1       1
nor3_1                   8       8
nor3b_1                  7       7
nor4_1                   4       4
nor4_2                   2       2
nor4bb_1                 1       1
o211ai_1                 1       1
o21ai_0                  9       8
o21ai_1                  1       2
o31a_1                   1       1
o31ai_1                  3       3
or3_1                    2       2
or4_1                    3       3
xnor2_1                  2       2
xor2_1                   1       1
No activity file was given, so power comes from the tool's default toggle rates.
